--- /design/flow/constraint.sdc ---
current_design single_adder

set clk_period 18.1
set clk_io_pct 0.2

create_clock -name clk0 -period $clk_period

set non_clock_inputs [all_inputs -no_clocks]
set_input_delay [expr $clk_period * $clk_io_pct] -clock clk0 $non_clock_inputs
set_output_delay [expr $clk_period * $clk_io_pct] -clock clk0 [all_outputs]
--- /design/flow/design.v ---
`timescale 1ns / 1ps
module single_adder
#(parameter WIDTH = 32)
(
    input [WIDTH -1: 0] x,
    input [WIDTH -1: 0] q,
    output reg [WIDTH -1: 0] out
    );
    always_comb begin
        out = x + q;
    end
endmodule
--- /design/flow/config.mk ---
export PLATFORM = sky130hd
export DESIGN_NAME = single_adder
export DESIGN_NICKNAME = single_adder
export VERILOG_FILES = /design/flow/design.v
export SDC_FILE = /design/flow/constraint.sdc
export NUM_CORES = 4
export LEC_CHECK = 1
export CORE_AREA = 10 10 107 107
export DIE_AREA = 0 0 117 117
--- /design/flow/run.sh ---
#!/bin/bash
# OpenROAD 26Q1-2900-gdf79404cd8, Yosys 0.63+post, stock flow scripts
make -C /OpenROAD-flow-scripts/flow DESIGN_CONFIG=/design/flow/config.mk WORK_HOME=/design/flow/orfs finish
==> flow_summary.toml <==
# implementation run metrics
[placed_design]
dp_hpwl_um = 5550
gp_congestion = 0.822
placed_cells = 437
io_buffers = 96

[timing]
hold_violations = 0
fmax_mhz = 97.9
finalClockPeriodUsage_pct = 56.5
slew_viol_final = 0
rsz0062_at_grt = "no"
fin_crit_ps = 10220
worst_pin_slew_ps = 523
setup-tns-final_ps = 0
max-slew-margin-rel_pct = 64.2
setup_violations = 0
timing.hold.ws_ps = 8270

[setup_path]
cp.arrival_ps = 6600
end_kind = "output port"
crit_type = "primary input to output port"
slowest_delay_ps = 490
critPathRequiredTime_ps = 14480
cp-start-kind = "primary input"
worstSetupPathDepth = 11
crit_top_cell = "clkdlybuf4s50_1"
crit_fanout = 4
crit_chain = "clkdlybuf4s50_1, ha_1, fa_1, a21o_1, a31o_2, nand3_1, o221ai_1, a311oi_1, o21bai_1, xor2_1, clkdlybuf4s50_1"
slowest_stage = "clkdlybuf4s50_1"
worst-path-buf-inv = 2
crit_family = "AND-OR/OR-AND gates"

[synthesis]
syn_inst = 241
synth.largest_area_cell = "ha_1"
ys_types = 50
topCellsByArea = "ha_1 22%, a21oi_1 8.3%, a21o_1 8.2%, xor2_1 7.5%, xnor2_1 6.5%"
ys_cells = 241
ys_seq_share_pct = 0
synth.avg_cell_area_um2 = 7.24
yosys_warnings = 1
top_area_share_pct = 22.2
netlist_area_mm2 = 0.00174
ys_chip_area_mm2 = 0.00174

[min_path]
holdPathStages = 3
min_path_type = "primary input to output port"

[floorplan]
rows = 35
fp_util_pct = 19.0
die_w_um = 117
fp.dieH_um = 117
core-area_mm2 = 0.00920
die-area_mm2 = 0.0137
pin_count = 96

[grt]
overflow = 0
grt_max_degree = 11
antenna_found_initial = 0
grt_pass1_wl_um = 10300
grt_pass1_vias = 2124
track_usage_pct = 8.92

[drt]
via_per_inst = 4.83
first_iter_violations = 66
drcViolationCount = 0
firstDrtPassIters = 4
wl_um = 6270
via_count = 2109
antennaDiodeCount = 0
ant_nets = 0
avgRoutedWirePerCell_um = 14.4

[final_layout]
final_cells = 437
nFillCells = 985
area_growth_pct = 60.5
drive_above_1_share_pct = 3.07
nClkBuffers = 0
final_util_pct = 30.4
regArea_um2 = 0
combGateArea_mm2 = 0.00168
flops = 0

[clocking]
cts_resized = 0
postCtsSetupRepairBufs = 0
hold_buffers = 0

[pwr]
p_sw_mw = 0.0437
internal-power_mw = 0.0645
p_total_mw = 0.108
power.share.clock_pct = 0
peakVddDrop_mv = 0.0177
cellLeakagePower_nw = 1.18
pwr-share-seq_pct = 0
swShare_pct = 40.4
cellPowerDensity_mw_per_mm2 = 38.6
combinationalPowerShare_pct = 100.0

[run]
tool_warnings = 32
maxCapViolations = 0

[status]
outcome = "finished clean"
==> synth_stat cells, types with 4 or more instances <==
cell      number
nand3_1       10
ha_1          31
o21bai_1       4
nor3_1         4
xor2_1        15
a21o_1        19
o21ai_0       13
nor2_1        12
xnor2_1       13
inv_1          6
nand4_1        8
clkbuf_1       8
nand2_1       18
a21oi_1       29
==> worst paths after layout <==
check	end	startpoint	slack (ps)
worst max-delay path	out[26]	x[0]	7880
worst min-delay path	out[0]	q[0]	8270
==> placed cells by master, fill, tap and decap left out, types with 4 or more instances in the layout <==
cell type        netlist  layout
a21o_1                19      19
a21oi_1               29      29
clkdlybuf4s50_1        0      96
ha_1                  31      31
inv_1                  6       6
nand2_1               18      18
nand3_1               10      10
nand4_1                8       8
nor2_1                12      12
nor3_1                 4       4
o21ai_0               13      13
o21bai_1               4       4
xnor2_1               13      13
xor2_1                15      15
==> power by group through the flow <==
stage     clock network (mW)  logic [mW]  registers (mW)
4_1_cts                    0       0.110               0
5_1_grt                    0       0.121               0
6_report                   0       0.108               0
==> kinds of logic after synthesis <==
group / share of synthesized area (%)
adders and majority gates: 23.4
AOI/OAI and AO/OA: 39.3
and+or+nand+nor: 18.3
buffers and inverters: 3.80
xor gates and xnor gates: 14.1
muxes: 1.15
==> per-stage QoR <==
step                      worst slack [ps]  instance area [um2]
after floorplan                       9030                 1740
after global placement                7890                 2800
after detailed placement              7870                 2800
after CTS                             7860                 2800
after global routing                  7700                 2800
final                                 7880                 2800
==> tightest hold or removal path, delay by kind of cell <==
kind	cells	cell delay, ps
adder cells (fa/ha/maj)	1	110
buffers and inverters	2	910
==> layer usage <==
metal | vias to the layer above | wire length, um | GRT usage, % | part of all wire, %
met5 | - | 0 | 0 | 0
met4 | 0 | 0 | 0.247 | 0
met3 | 0 | 727 | 3.15 | 12
met2 | 60 | 2860 | 14.8 | 46
met1 | 952 | 2680 | 11.5 | 43
li1 | 1097 | - | - | -
==> layout make-up <==
cell class                      count  area share (%)
Inverter                            6           0.804
Tap cell                          111            4.96
Multi-Input combinational cell    224            59.9
Timing Repair Buffer               96            34.3
Power is estimated from default activity; no workload was simulated.
